--- design.v ---
module fulladd (Cin, x, y, s, Cout);
    input Cin, x, y;
    output s, Cout;
    assign s = x ^ y ^ Cin;
    assign Cout = (x & y) | (x & Cin) | (y & Cin);
endmodule
module addsub (M, X, Y, S, carryout);
    input M;
    input [3:0] X, Y;
    output [3:0] S;
    output carryout;
    wire [3:1] C;
    wire [3:0] Y_xor;
    assign Y_xor = Y ^ {4{M}};
    fulladd fa0 (M, X[0], Y_xor[0], S[0], C[1]);
    fulladd fa1 (C[1], X[1], Y_xor[1], S[1], C[2]);
    fulladd fa2 (C[2], X[2], Y_xor[2], S[2], C[3]);
    fulladd fa3 (C[3], X[3], Y_xor[3], S[3], carryout);
endmodule
--- run.sh ---
#!/bin/bash
# OpenROAD 26Q1-2900-gdf79404cd8, Yosys 0.63+post, stock flow scripts
make -C /OpenROAD-flow-scripts/flow DESIGN_CONFIG=/design/flow/config.mk WORK_HOME=/design/flow/orfs finish
--- config.mk ---
export PLATFORM = sky130hd
export DESIGN_NAME = addsub
export DESIGN_NICKNAME = addsub
export VERILOG_FILES = /design/flow/design.v
export SDC_FILE = /design/flow/constraint.sdc
export NUM_CORES = 4
export LEC_CHECK = 1
export CORE_AREA = 10 10 70 70
export DIE_AREA = 0 0 80 80
--- constraint.sdc ---
current_design addsub

set clk_period 4.8
set clk_io_pct 0.2

create_clock -name clk0 -period $clk_period

set non_clock_inputs [all_inputs -no_clocks]
set_input_delay [expr $clk_period * $clk_io_pct] -clock clk0 $non_clock_inputs
set_output_delay [expr $clk_period * $clk_io_pct] -clock clk0 [all_outputs]
==> results_dict.tcl <==
# collected from the flow reports
set metrics [dict create \
    drt-total-wl_um 540 \
    finalSetupViolations 0 \
    antenna_cells 0 \
    grt_pass1_wl_um 800 \
    power.density_nw_per_um2 122 \
    synth.largest_area_cell "fa_1" \
    drt-initial-drc-count 1 \
    wl_per_cell_um 7.50 \
    clock_buffers 0 \
    initial_core_util_pct 4.43 \
    finalSetupTns_ps 0 \
    first_pass_iters 2 \
    yosys-top-cells-area "fa_1 40%, buf_4 20%, xor2_1 17%" \
    synth_warnings 0 \
    cts-hold-fix-buffers 0 \
    syn_to_final_growth_pct 111 \
    cts_resized 0 \
    via_per_inst 1.72 \
    use_met3_pct 1.48 \
    fin_area_um2 319 \
    p_total_mw 0.0389 \
    cp_max_fo 2 \
    endpoint_kind "primary output" \
    die_area_um2 6400 \
    worstSetupPathType "primary input to primary output" \
    post-dp-hpwl_um 530 \
    maxSlewHeadroom_pct 84.9 \
    ir_drop_v 0.0000416 \
    holdPathEnd "S[0]" \
    fmax_ghz 0.227 \
    power_leakage_nw 0.117 \
    arrival_ps 3450 \
    ys_types 6 \
    dieWidth_um 80 \
    grt_use_met1_pct 2.19 \
    fill_cells 413 \
    top_usage_layer "met1" \
    rows 21 \
    status "complete, no violations" \
    avgSynthCellArea_um2 9.46 \
    required_ps 3840 \
    use_met2_pct 2.01 \
    drive_gt1_share_pct 3.85 \
    synth_top_area_share_pct 39.7 \
    yosys-stat-cells 16 \
    log.warning_count 35 \
    route.detailed.drc 0 \
    ff_count 0 \
    worstHoldPathType "primary input to primary output" \
    port_buffers 14 \
    worst_pin_slew_ps 226 \
    grtUsageTotal_pct 1.64 \
    finalHoldViolCount 0 \
    whs_path_depth 3 \
    rsz0062_at_grt "no" \
    synthCells 16 \
    grt_pass1_vias 150 \
    overflow 0 \
    vias 124 \
    final_max_slew_viol_count 0 \
    ios 14 \
    grt_max_degree 5 \
    antenna_found_initial 0 \
    place_area_um2 319 \
    period_used_pct 91.9 \
    core_um2 3420 \
    place_congestion 0.751 \
    ys_seq_share_pct 0 \
    cp-start-kind "primary input" \
    final_util_pct 9.34 \
    yosys-stat-area_um2 151 \
    postCtsSetupBuffers 0 \
    die_y_um 80 \
    hold_start "X[0]" \
    drv_cap 0 \
    flop_area_um2 0 \
    final_antenna_net_count 0 \
    syn-cell-area_um2 151 \
    period_needed_ps 4410 \
]
==> worst max-delay path: stages <==
cell	delay, ps
clkdlybuf4s50_1	500
mux2_2	350
fa_1	350
inv_1	70
fa_1	150
inv_1	50
fa_1	510
clkdlybuf4s50_1	500
==> metal layers <==
layer | up-vias | part of all wire, %
met5 | - | 0
met1 | 51 | 49
met2 | 11 | 29
met3 | 0 | 21
met4 | 0 | 0
li1 | 62 | -
==> Yosys cell counts, drive strengths merged <==
library cell  instances
xnor2                 1
mux2                  1
xor2                  3
buf                   4
fa                    3
inv                   4
==> cell type report <==
type                       count  area [um^2]  share of cell area, %
timing repair buffer          14          140                   43.9
inverter                       4         15.0                   4.71
multi-input combinational      8          106                   33.3
tap                           46         57.6                   18.0
==> power breakdown <==
group | internal, mW | switching [mW]
logic | 0.0268 | 0.0121
registers | 0 | 0
clock network | 0 | 0
total | 0.0268 | 0.0121
==> placed cells by master, fill, tap and decap left out <==
cell / n
clkdlybuf4s50_1: 14
fa_1: 3
inv_1: 4
mux2_2: 1
xnor2_1: 1
xor2_1: 3
==> cells by family after synthesis <==
kind of cell,Yosys count,share of synthesized area [%]
fa+ha+maj,3,39.7
buf+inv,8,29.7
mux,1,7.44
xor+xnor,4,23.1
==> worst max path at each step <==
stage / from / to / depth (start not counted) / slack, ps
CTS: Y[0] / S[3] / 8 / 380
global route: Y[0] / S[3] / 8 / 300
finish: Y[0] / S[3] / 8 / 390
==> per-stage QoR <==
| stage | hold WS [ps] | instances | worst slack, ps |
|---|---|---|---|
| detailed placement | 2900 | 72 | 387 |
| global route | 2930 | 72 | 304 |
| finish | 2880 | 72 | 390 |
| floorplan | 2030 | 16 | 1410 |
| CTS | 2900 | 72 | 380 |
| global placement | 2900 | 72 | 454 |
Power figures rest on the tool's default switching activity, not on a simulated workload.
