File: design/flow/run.sh
#!/bin/bash
# OpenROAD 26Q1-2900-gdf79404cd8, Yosys 0.63+post, stock flow scripts
make -C /OpenROAD-flow-scripts/flow DESIGN_CONFIG=/design/flow/config.mk WORK_HOME=/design/flow/orfs finish
File: design/flow/config.mk
export PLATFORM = sky130hd
export DESIGN_NAME = comparator_4bit
export DESIGN_NICKNAME = comparator_4bit
export VERILOG_FILES = /design/flow/design.v
export SDC_FILE = /design/flow/constraint.sdc
export NUM_CORES = 4
export LEC_CHECK = 1
export CORE_AREA = 10 10 70 70
export DIE_AREA = 0 0 80 80
File: design/flow/constraint.sdc
current_design comparator_4bit

set clk_period 1.7
set clk_io_pct 0.2

create_clock -name clk0 -period $clk_period

set non_clock_inputs [all_inputs -no_clocks]
set_input_delay [expr $clk_period * $clk_io_pct] -clock clk0 $non_clock_inputs
set_output_delay [expr $clk_period * $clk_io_pct] -clock clk0 [all_outputs]
File: design/flow/design.v
module comparator_2bit (
    input [1:0] A,     
    input [1:0] B,     
    output reg A_greater,    
    output reg A_equal,      
    output reg A_less        
);
    always @(*) begin
        if (A > B) begin
            A_greater = 1;
            A_equal = 0;
            A_less = 0;
        end else if (A == B) begin
            A_greater = 0;
            A_equal = 1;
            A_less = 0;
        end else begin
            A_greater = 0;
            A_equal = 0;
            A_less = 1;
        end
    end
endmodule
module comparator_4bit (
    input [3:0] A,    
    input [3:0] B,    
    output reg A_greater,    
    output reg A_equal,      
    output reg A_less        
);
    wire A_greater_1, A_equal_1, A_less_1;   
    wire A_greater_2, A_equal_2, A_less_2;   
    comparator_2bit comp1 (
        .A(A[3:2]),
        .B(B[3:2]),
        .A_greater(A_greater_1),
        .A_equal(A_equal_1),
        .A_less(A_less_1)
    );
    comparator_2bit comp2 (
        .A(A[1:0]),
        .B(B[1:0]),
        .A_greater(A_greater_2),
        .A_equal(A_equal_2),
        .A_less(A_less_2)
    );
    always @(*) begin
        if (A_greater_1) begin
            A_greater = 1;
            A_equal = 0;
            A_less = 0;
        end else if (A_equal_1 && A_greater_2) begin
            A_greater = 1;
            A_equal = 0;
            A_less = 0;
        end else if (A_equal_1 && A_equal_2) begin
            A_greater = 0;
            A_equal = 1;
            A_less = 0;
        end else if (A_equal_2 && A_less_1) begin
            A_greater = 0;
            A_equal = 0;
            A_less = 1;
        end else begin
            A_greater = 0;
            A_equal = 0;
            A_less = 1;
        end
    end
endmodule
==> results.sh <==
# physical design summary
export IMPL_crit_chain="dlygate4sd2_1 -> inv_2 -> ha_4 -> nand2_4 -> nor2_2 -> a22o_1 -> clkdlybuf4s15_1"
export IMPL_finalCritPeriodShare=0.969
export IMPL_overflow=0
export IMPL_seq_cell_count=0
export IMPL_syn_avg_cell_area_um2=6.63
export IMPL_antenna_found_initial=0
export IMPL_syn_area_um2=133
export IMPL_worst_setup_timing_slack_at_the_placement_stage_ns=-0.593
export IMPL_cp_data_required_time_ns=1.36
export IMPL_synthCells=20
export IMPL_sort_of_element_at_the_end_of_the_critical_path="primary output"
export IMPL_report_final_setup_viol=0
export IMPL_placement_rows=21
export IMPL_log_warning_count=33
export IMPL_via_per_inst=2.31
export IMPL_hold_viol_final=0
export IMPL_place_congestion=0.790
export IMPL_slew_headroom=0.911
export IMPL_grt_use_total=0.0145
export IMPL_design_die_area_um2=6400
export IMPL_vias_in_the_first_global_route=170
export IMPL_grt_busiest_layer="met1"
export IMPL_timing_final_crit_period_ns=1.65
export IMPL_critPathMaxFanout=4
export IMPL_drt_initial_drc_count=0
export IMPL_cts_hold_buffers=0
export IMPL_die_height_um=80
export IMPL_fin_cells=77
export IMPL_drive_above_1_share=0.452
export IMPL_routed_wirelength_um=491
export IMPL_critPathLaunchType="primary input"
export IMPL_grt_max_degree=5
export IMPL_hold_path_class="in2out"
export IMPL_critical_path_top_delay_family="buffers and inverters"
export IMPL_dp_final_hpwl_um=417
export IMPL_placed_cells_incl_taps=77
export IMPL_number_of_max_cap_violations=0
export IMPL_status="completed"
export IMPL_setup_repair_after_global_routing_missed_its_margin="false"
export IMPL_area_growth_pct=174
export IMPL_synth_area_yosys_um2=133
export IMPL_actual_transition_at_the_worst_max_transition_pin_ns=0.130
export IMPL_leakage_nw=0.147
export IMPL_drt_pre_antenna_iters=1
export IMPL_antennaDiodeCount=0
export IMPL_dieWidth_um=80
export IMPL_max_freq_mhz=607
export IMPL_cellPowerDensity_nw_per_um2=244
export IMPL_final_critical_path_setup_slack_ns=0.0529
export IMPL_grt_util_met3=0.0148
export IMPL_timing_setup_critical_path_class="in2out"
export IMPL_slowest_delay_ns=0.24
export IMPL_dr_total_vias=178
export IMPL_netlist_cell_type_count=12
export IMPL_final_clkbuf_count=0
export IMPL_synthesis_yosys_warnings=2
export IMPL_floorplan_utilization=0.0388
export IMPL_ys_seq_frac=0
export IMPL_arrival_time_of_data_at_the_critical_path_endpoint_ns=1.31
export IMPL_lay_top_cells="sky130_fd_sc_hd__clkdlybuf4s15_1 (8), sky130_fd_sc_hd__inv_2 (4), sky130_fd_sc_hd__ha_4 (4)"
export IMPL_met1_track_usage_gr=0.0185
export IMPL_i_o_buffers=11
export IMPL_detail_route_wl_per_cell_um=6.38
export IMPL_postCtsSetupBuffers=0
export IMPL_grt_first_pass_wirelength_um=779
export IMPL_count_of_buffering_cells_on_the_critical_path_with_inverters_included=3
export IMPL_gr_usage_met2=0.0177
export IMPL_pin_count=11
export IMPL_final_layout_top_logic_cell="sky130_fd_sc_hd__clkdlybuf4s15_1"
export IMPL_slew_violations=0
export IMPL_ff_latch_area_um2=0
export IMPL_worst_path_slowest_cell="sky130_fd_sc_hd__dlygate4sd2_1"
export IMPL_yosysCellCount=20
export IMPL_irDropWorstVdd_uv=35.0
export IMPL_floorplan_core_area_um2=3420
export IMPL_route_detailed_drc=0
export IMPL_ant_nets=0
==> tightest hold or removal path, stage by stage <==
cell,delay (ns)
sky130_fd_sc_hd__clkdlybuf4s15_1,0.20
sky130_fd_sc_hd__ha_4,0.13
sky130_fd_sc_hd__a21oi_2,0.03
sky130_fd_sc_hd__mux2i_1,0.13
sky130_fd_sc_hd__buf_2,0.12
==> cells by family after synthesis <==
family,after synthesis,share of synthesized area
buf+inv,6,0.170
fa+ha+maj,4,0.377
mux,1,0.0755
simple gates,5,0.198
compound gates,4,0.179
==> power by group <==
part           leakage [nW]  internal (mW)  total, mW  switching, mW
clock network             0              0          0              0
logic                 0.147         0.0537     0.0885         0.0349
registers                 0              0          0              0
total                 0.147         0.0537     0.0885         0.0349
==> repair_timing <==
item / CTS / global route
resized: 30 / 6
pin swaps: 8 / 2
endpoints found under the hold margin: 0 / 0
endpoints found under the setup margin: 3 / 1
==> per-stage QoR <==
| stage | area [um^2] | total power, mW | hold slack (ns) | TNS, ns | util |
|---|---|---|---|---|---|
| 5_1_grt | 363 | 0.0994 | 1.32 | 0 | 0.106 |
| 2_1_floorplan | 133 | 0.0306 | 0.882 | 0 | - |
| 3_3_place_gp | 300 | 0.0712 | 1.87 | -1.60 | 0.0879 |
| 6_report | 363 | 0.0885 | 1.28 | 0 | 0.106 |
| 3_5_place_dp | 300 | 0.0725 | 1.88 | -1.62 | 0.0879 |
| 4_1_cts | 358 | 0.0855 | 1.37 | -0.0557 | 0.105 |
==> final cells by class <==
cell class,count,area [um^2]
fill,394,3050
inverter,6,22.5
multi-input combinational,14,180
tap,46,57.6
timing repair buffer,11,103
==> Yosys cell counts <==
cell | n | area (um^2)
sky130_fd_sc_hd__a21oi_1 | 1 | 5.00
sky130_fd_sc_hd__a22o_1 | 1 | 8.76
sky130_fd_sc_hd__ha_1 | 4 | 50.1
sky130_fd_sc_hd__inv_1 | 6 | 22.5
sky130_fd_sc_hd__mux2i_1 | 1 | 10.0
sky130_fd_sc_hd__nand2_1 | 1 | 3.75
sky130_fd_sc_hd__nand2_2 | 1 | 6.26
sky130_fd_sc_hd__nor2_1 | 1 | 3.75
sky130_fd_sc_hd__nor2_2 | 1 | 6.26
sky130_fd_sc_hd__nor2b_1 | 1 | 6.26
sky130_fd_sc_hd__o21ai_0 | 1 | 5.00
sky130_fd_sc_hd__o21ai_1 | 1 | 5.00
==> worst paths after layout <==
kind	start	end	slack [ns]	depth (start not counted)
worst max-delay path	A[2]	A_less	0.05	7
worst min-delay path	A[3]	A_greater	1.28	5
==> layer usage <==
metal	wire, um	up-vias
met4	0	0
met3	130	0
li1	-	89
met1	204	80
met5	0	-
met2	156	9
Power and IR drop assume default switching activity.
